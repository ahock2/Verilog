<file path="design.v">
`timescale 1ns / 1ps
module TrafficLight(
    input NS_sensor,
    input EW_sensor,
    input Clock,
    output NS_Red,
    output NS_Yellow,
    output NS_Green,
    output EW_Red,
    output EW_Yellow,
    output EW_Green
    );
	reg[6:1]s;
	parameter[6:1]
	A = 6'b000000,
	B = 6'b000001,
	C0 = 6'b000010,
	C1 = 6'b000011,
	C2 = 6'b000100,
	C3 = 6'b000101,
	C4 = 6'b000110,
	C5 = 6'b000111,
	C6 = 6'b001000,
	C7 = 6'b001001,
	C8 = 6'b001010,
	C9 = 6'b001011,
	C10= 6'b001100,
	C11= 6'b001101,
	D0 = 6'b001110,
	D1 = 6'b001111,
	D2 = 6'b010000,
	D3 = 6'b010001,
	D4 = 6'b010010,
	D5 = 6'b010011,
	D6 = 6'b010100,
	D7 = 6'b010101,
	D8 = 6'b010110,
	D9 = 6'b010111,
	D10= 6'b011000,
	D11= 6'b011001,
	E0 = 6'b011010,
	E1 = 6'b011011,
	E2 = 6'b011100,
	E3 = 6'b011101,
	F0 = 6'b011110,
	F1 = 6'b011111,
	F2 = 6'b100000,
	F3 = 6'b100001;
	always @(posedge Clock)
		case(s)
				A: if (EW_sensor)	s <= D0;
					else				s <= A;
				B: if (NS_sensor)	s <= C0;
					else				s <= B;
				C0 : if (NS_sensor) s <= C1;
					 else				 s <= B;
				C1 : if (NS_sensor) s <= C2;
					 else				 s <= B;
				C2 : if (NS_sensor) s <= C3;
					 else				 s <= B;
				C3 : if (NS_sensor) s <= C4;
					 else				 s <= B;
				C4 : if (NS_sensor) s <= C5;
					 else				 s <= B;
				C5 : if (NS_sensor) s <= C6;
					 else				 s <= B;
				C6 : if (NS_sensor) s <= C7;
					 else				 s <= B;
				C7 : if (NS_sensor) s <= C8;
					 else				 s <= B;
				C8 : if (NS_sensor) s <= C9;
					 else				 s <= B;
				C9 : if (NS_sensor) s <= C10;
					 else				 s <= B;
				C10: if (NS_sensor) s <= C11;
					 else				 s <= B;
				C11: if (NS_sensor) s <= F0;
					 else				 s <= B;
				D0 : if (EW_sensor) s <= D1;
					 else				 s <= A;
				D1 : if (EW_sensor) s <= D2;
					 else				 s <= A;
				D2 : if (EW_sensor) s <= D3;
					 else				 s <= A;
				D3 : if (EW_sensor) s <= D4;
					 else				 s <= A;
				D4 : if (EW_sensor) s <= D5;
					 else				 s <= A;
				D5 : if (EW_sensor) s <= D6;
					 else				 s <= A;
				D6 : if (EW_sensor) s <= D7;
					 else				 s <= A;
				D7 : if (EW_sensor) s <= D8;
					 else				 s <= A;
				D8 : if (EW_sensor) s <= D9;
					 else				 s <= A;
				D9 : if (EW_sensor) s <= D10;
					 else				 s <= A;
				D10: if (EW_sensor) s <= D11;
					 else				 s <= A;
				D11: if (EW_sensor) s <= E0;
					 else				 s <= A;
				E0: s <= E1;
				E1: s <= E2;
				E2: s <= E3;
				E3: s <= B;
				E0: s <= F1;
				E1: s <= F2;
				E2: s <= F3;
				E3: s <= A;
				default: s<=A;
		endcase
		assign NS_Red = (
		s==B||  
		s==C0||  
		s==C1||
		s==C2||
		s==C3||
		s==C4||
		s==C5||
		s==C6||
		s==C7||
		s==C8||
		s==C9||
		s==C10||
		s==C11||
		s==F0||  
		s==F1||
		s==F2||
		s==F3
		);
		assign NS_Yellow = (
		s==E0||
		s==E1||
		s==E2||
		s==E3
		);
		assign NS_Green = (
		s==A||  
		s==D0||  
		s==D1||
		s==D2||
		s==D3||
		s==D4||
		s==D5||
		s==D6||
		s==D7||
		s==D8||
		s==D9||
		s==D10||
		s==D11
		);
		assign EW_Red = (
		s==A||  
		s==D0||  
		s==D1||
		s==D2||
		s==D3||
		s==D4||
		s==D5||
		s==D6||
		s==D7||
		s==D8||
		s==D9||
		s==D10||
		s==D11||
		s==E0||  
		s==E1||
		s==E2||
		s==E3
		);
		assign EW_Yellow = (
		s==F0|| 
		s==F1||
		s==F2||
		s==F3
		);
		assign EW_Green = (
		s==B||  
		s==C0||  
		s==C1||
		s==C2||
		s==C3||
		s==C4||
		s==C5||
		s==C6||
		s==C7||
		s==C8||
		s==C9||
		s==C10||
		s==C11
		);
endmodule
</file>
<file path="run.sh">
#!/bin/bash
# OpenROAD 26Q1-2900-gdf79404cd8, Yosys 0.63+post, stock flow scripts
make -C /OpenROAD-flow-scripts/flow DESIGN_CONFIG=/design/flow/config.mk WORK_HOME=/design/flow/orfs finish
</file>
<file path="config.mk">
export PLATFORM = sky130hd
export DESIGN_NAME = TrafficLight
export DESIGN_NICKNAME = TrafficLight
export VERILOG_FILES = /design/flow/design.v
export SDC_FILE = /design/flow/constraint.sdc
export NUM_CORES = 4
export LEC_CHECK = 1
export CORE_AREA = 10 10 77 77
export DIE_AREA = 0 0 87 87
</file>
<file path="constraint.sdc">
current_design TrafficLight

set clk_period 2.1
set clk_io_pct 0.2

create_clock -name clk0 -period $clk_period [get_ports {Clock}]

set non_clock_inputs [all_inputs -no_clocks]
set_input_delay [expr $clk_period * $clk_io_pct] -clock clk0 $non_clock_inputs
set_output_delay [expr $clk_period * $clk_io_pct] -clock clk0 [all_outputs]
</file>
==> job_summary.md <==
## Implementation flow summary

| Metric | Value |
|---|---|
| FF-to-FF End | `s[2]` |
| Most frequent cells in the layout | `nand2_1, buf_4, o21ai_0` |
| EDFF count, synth | `0` |
| Least-Margin Pin Slew | `367 ps` |
| Cell count in the Yosys report | `72` |
| Post-synth top area share | `20.3%` |
| R2R cell count | `5` |
| Syn Area/Cell | `6.86 um^2` |
| Hold endpoint | `s[3]` |
| Iter 0 DRT Violations | `142` |
| Cell total after placement | `136` |
| Largest net degree at the start of global routing | `15` |
| Die y size | `87 um` |
| Die area | `7570 um^2` |
| Hpwl dp | `1140 um` |
| Clk root buf | `clkbuf_8` |
| Die width | `87 um` |
| Maximum clock frequency | `0.507 GHz` |
| NetSw | `0.000370 W` |
| Maximum fanout along the worst path | `7` |
| PwrDens | `1300 nW/um^2` |
| Synth Seq Share | `20.3%` |
| Int Power | `0.000592 W` |
| Post-synth ARST share | `0%` |
| Worst Hold Path Cells | `1` |
| Critical path required time | `1680 ps` |
| Area delta synth->final | `49.6%` |
| Worst skew pair latency | `220 ps` |
| Core ar. | `4350 um^2` |
| Top cells by area | `dfxtp_1, o21ai_0, nand2_1` |
| Tool warnings | `25` |
| Fill cell count | `471` |
| Vias | `600` |
| Adder share | `0%` |
| Layout Skew | `0.842 ps` |
| Layout cell share with drive strength beyond 1 | `22.5%` |
| WS Path Type | `flop to primary output` |
| Biggest regs | `s: 5 flops` |
| FP Core Util | `11.4%` |
| Post-synthesis cell area | `494 um^2` |
| Core Util, Final | `17.0%` |
| Via density per instance | `4.26` |
| Synth logic family | `simple AND/OR/NAND/NOR gates` |
| GR Overflow Total | `0` |
| CP Launch Type | `flop` |
| ANT nets after route | `0` |
| Initial antenna violation count | `0` |
| Most frequent logic cell in the layout | `nand2_1` |
| TritonCTS Buffers | `3` |
| Cell Rows | `24` |
| GP Congestion | `0.849` |
| Vias in the first global route | `487` |
| Hold slack | `569 ps` |
| Sink Count | `5` |
| Largest area contributor in the netlist | `dfxtp_1` |
| Final std cells w/o fill | `141` |
| # diodes | `0` |
| Final WL | `1520 um` |
| Switching share of power | `38.5%` |
| CTS tree | `built` |
| R2r startpoint | `s[3]` |
| Reg with most FFs | `s` |
| RSZ-0062 raised after global routing | `no` |
| Slew margin rel. | `75.2%` |
| Critical path arrival | `1550 ps` |
| Minimum clock period | `1970 ps` |
| Cells after Synth | `72` |
| Hold Fails Final Rpt | `0` |
| Top_reg_cell synth | `dfxtp_1` |
| YS warnings | `1` |
| Clock-pin slew on the worst setup and hold paths | `40 ps` |
| Global-route wire length before repair | `2380 um` |
| Routed WL per cell | `10.8 um` |
| TNS Setup | `0 ps` |
| Power share of the sequential group | `19.9%` |
| Max VDD drop | `0.242 mV` |
| Simple share | `39.0%` |
| DR DRC count | `0` |
| Max reg flops | `5` |
| CTS max path bufs | `2` |
| Endpoints failing setup | `0` |
| Final WS setup | `126 ps` |
| DRT Pass-1 Iters | `4` |
| Area reported by Yosys stat | `494 um^2` |
| Count of different cell masters after synthesis | `33` |
| Reported leakage power | `0.298 nW` |
| Mux area share | `0%` |
| # IOs | `9` |
| Status | `complete, no violations` |
| Flop2flop setup slack | `500 ps` |
| Pins Over Slew Limit | `0` |
| Yosys reg bits | `5` |
| PortBufs | `8` |
| Ao+oa area frac | `30.9%` |
| Tot GR Track Use | `3.72%` |
| Fin crit share | `94.0%` |
| Clk pwr share | `18.4%` |
| Xor and xnor area share after synthesis | `0%` |
| CTS H-tree lvls | `1` |
| Max-cap viol count | `0` |
| Pre-CTS setup slack | `185 ps` |
| CP Capture Type | `primary output` |
| Hold wc startpoint | `s[3]` |
| Worst hold path class | `flop to flop` |
| Comb pwr share | `61.7%` |
power by group through the flow:
stage | registers (W) | logic [W] | clock network [W]
finish | 0.000191 | 0.000593 | 0.000177
CTS | 0.000183 | 0.000592 | 0.000180
global route | 0.000198 | 0.000658 | 0.000191
final cells by class:
type                    count  area (um^2)  share of cell area, %
flip-flops and latches      5          109                   14.7
well taps                  52         65.1                   8.80
repair buffers             18          158                   21.3
clock buffers               4         45.0                   6.09
inverters                   4         15.0                   2.03
multi-input cells          58          348                   47.0
cells by family (layout without fill, tap and decap cells):
family / after synthesis / count (layout)
compound gates: 23 / 23
flops: 5 / 5
buf+inv: 9 / 26
simple gates: 35 / 35
cells in the mapped netlist (2+ instances only):
library cell   n
buf_2          3
nor2b_1        5
inv_1          4
o21ai_0        9
o211ai_1       2
nor3_1         2
nor2_1         5
dfxtp_1        5
a21oi_1        3
nand2_1       11
metal layers:
| layer | share of wire (%) | GRT usage, % |
|---|---|---|
| met1 | 43 | 5.33 |
| met2 | 45 | 5.26 |
| met3 | 9.0 | 1.13 |
| met4 | 3.4 | 0.884 |
| met5 | 0 | 0 |
repair_timing:
item | in CTS | in global routing
endpoints found under the setup margin | 2 | 2
resized | 2 | 6
pin swaps | 0 | 2
buffers inserted | 0 | 1
hold buffers | 0 | 0
through the flow:
| stage | total power [W] | instance area (um^2) |
|---|---|---|
| floorplan | 0.000504 | 494 |
| global placement | 0.000770 | 673 |
| detailed placement | 0.000764 | 673 |
| CTS | 0.000954 | 721 |
| global route | 0.00105 | 739 |
| finish | 0.000962 | 739 |
critical path, stage by stage (launching register included):
cell and delay [ps]:
dfxtp_4 370, o21ai_1 60, nand2_1 80, o211ai_1 110
buf_4 160, nor2_2 90, clkdlybuf4s50_1 470
worst max-delay path by stage:
stage     cells after the start     end  slack [ps]  startpoint
4_1_cts                       6  NS_Red          20        s[4]
5_1_grt                       6  NS_Red          20        s[2]
6_report                      6  NS_Red         130        s[3]
Power figures rest on the tool's default switching activity, not on a simulated workload.
